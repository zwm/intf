<file path="flow/run.sh">
#!/bin/bash
# OpenROAD 26Q1-2900-gdf79404cd8, Yosys 0.63+post, stock flow scripts
make -C /OpenROAD-flow-scripts/flow DESIGN_CONFIG=/design/flow/config.mk WORK_HOME=/design/flow/orfs finish
</file>
<file path="flow/config.mk">
export PLATFORM = sky130hd
export DESIGN_NAME = spi_dma
export DESIGN_NICKNAME = spi_dma
export VERILOG_FILES = /design/flow/design.v
export SDC_FILE = /design/flow/constraint.sdc
export NUM_CORES = 4
export LEC_CHECK = 1
export CORE_AREA = 10 10 120 120
export DIE_AREA = 0 0 130 130
</file>
<file path="flow/constraint.sdc">
current_design spi_dma

set clk_period 4.2
set clk_io_pct 0.2

create_clock -name clk0 -period $clk_period [get_ports {clk}]

set non_clock_inputs [all_inputs -no_clocks]
set_input_delay [expr $clk_period * $clk_io_pct] -clock clk0 $non_clock_inputs
set_output_delay [expr $clk_period * $clk_io_pct] -clock clk0 [all_outputs]
</file>
<file path="flow/design.v">
module spi_dma (
    input                           rstn,
    input                           clk,
    input                           tx_buf_rdy,
    output                          tx_byte_vld,
    output      [7:0]               tx_byte,
    input                           rx_buf_rdy,
    output      [7:0]               rx_byte_req,
    input       [7:0]               rx_byte,
    input                           dma_en,
    input                           dma_start,
    input                           tx_fix_addr,
    input                           rx_fix_addr,
    input       [19:0]              tx_saddr,
    input       [19:0]              rx_saddr,
    input       [19:0]              tx_len,
    input       [19:0]              rx_len,
    output reg                      ram_rd,
    output                          ram_wr,
    output      [3:0]               ram_rlen4,
    output      [3:0]               ram_wlen4,
    output      [19:0]              ram_addr,
    output      [31:0]              ram_wdata,
    input       [31:0]              ram_rdata,
    input                           ram_bus_ready,
    input                           ram_rdata_ready,
    output                          dma_done_pulse,
    output      [7:0]               dma_status
);
localparam IDLE                     = 3'd0;
localparam POLL_TX_BUF              = 3'd1;
localparam READ_MEM                 = 3'd2;
localparam FILL_TX_BUF              = 3'd3;
localparam POLL_RX_BUF              = 3'd4;
localparam WRITE_MEM                = 3'd5;
reg [19:0] tx_cnt, rx_cnt, ram_waddr, ram_raddr; wire tx_end, rx_end;
reg [31:0] rdata_buf; reg [2:0] rdata_cnt; wire rdata_vld;
assign tx_end               = tx_cnt == tx_len;
assign rx_end               = rx_cnt == rx_len;
assign rdata_vld            = rdata_cnt != 0;
always @(posedge clk or negedge rstn)
    if (~rstn)
        ram_raddr <= 0;
    else if (~dma_en)
        ram_raddr <= tx_saddr;
    else if (st_curr == IDLE && dma_start)
        ram_raddr <= tx_saddr;
    else if (st_curr == READ_MEM && ram_rdata_ready)
        ram_raddr <= tx_fix_addr ? ram_raddr : ram_raddr + 4;
always @(posedge clk or negedge rstn)
    if (~rstn)
        tx_cnt <= 0;
    else if (~dma_en)
        tx_cnt <= 0;
    else if (st_curr == IDLE && dma_start)
        tx_cnt <= 0;
    else if (st_curr == POLL_TX_BUF && st_next != POLL_TX_BUF)
        tx_cnt <= tx_cnt + 1;
always @(posedge clk)
    if (st_curr == READ_MEM && ram_rdata_ready) begin
        rdata_buf <= ram_rdata;
    end
always @(posedge clk or negedge rstn)
    if (~rstn)
        rdata_cnt <= 0;
    else if (~dma_en)
        rdata_cnt <= 0;
    else if (st_curr == READ_MEM && ram_rdata_ready)
        rdata_cnt <= 4;
    else if (st_curr == FILL_TX_BUF)
        rdata_cnt <= rdata_cnt - 1;
always @(posedge clk or negedge rstn)
    if (~rstn)
        ram_waddr <= 0;
    else if (~dma_en)
        ram_waddr <= rx_saddr;
    else if (st_curr == IDLE && dma_start)
        ram_waddr <= rx_saddr;
    else if (st_curr == WRITE_MEM && ram_bus_ready)
        ram_waddr <= rx_fix_addr ? ram_waddr : ram_waddr + 1;
always @(posedge clk or negedge rstn)
    if (~rstn)
        rx_cnt <= 0;
    else if (~dma_en)
        rx_cnt <= 0;
    else if (st_curr == IDLE && dma_start)
        rx_cnt <= 0;
    else if (st_curr == POLL_RX_BUF && st_next != POLL_RX_BUF)
        rx_cnt <= rx_cnt + 1;
always @(posedge clk or negedge rstn)
    if (~rstn)
        st_curr <= IDLE;
    else if (~dma_en)
        st_curr <= IDLE;
    else
        st_curr <= st_next;
always @(*) begin
    st_next = st_curr;
    case(st_curr)
        IDLE: begin
            if (dma_start) begin
                if (~tx_end)
                    st_next = POLL_TX_BUF;
                else if (~rx_end)
                    st_next = POLL_RX_BUF;
            end
        end
        POLL_TX_BUF: begin
            if (tx_buf_rdy) begin
                if (rdata_vld)
                    st_next = FILL_TX_BUF;
                else
                    st_next = READ_MEM;
            end
            else if (~rx_end) begin
                st_next = POLL_RX_BUF;
            end
        end
        READ_MEM: begin
            if (ram_rdata_ready) begin
                st_next = FILL_TX_BUF;
            end
        end
        FILL_TX_BUF: begin
            if (~rx_end)
                st_next = POLL_RX_BUF;
            else if (~tx_end)
                st_next = POLL_TX_BUF;
            else
                st_next = IDLE;
        end
        POLL_RX_BUF: begin
            if (rx_buf_rdy)
                st_next = WRITE_MEM;
            else if (~tx_end)
                st_next = POLL_TX_BUF;
        end
        WRITE_MEM: begin
            if (ram_bus_ready) begin
                if (~tx_end)
                    st_next = POLL_TX_BUF;
                else if (~rx_end)
                    st_next = POLL_RX_BUF;
                else
                    st_next = IDLE;
            end
        end
        default: begin
            st_next = IDLE;
        end
    endcase
end
assign rx_byte_req                  = ram_wr & ram_bus_ready;
assign tx_byte_vld                  = st_curr == FILL_TX_BUF;
assign tx_byte                      = rdata_cnt == 2'b00 ? rdata_buf[7:0] : rdata_cnt == 2'b01 ? rdata_buf[15:8] : rdata_cnt == 2'b01 ? rdata_buf[23:16] : rdata_buf[31:24];
always @(posedge clk or negedge rstn)
    if (~rstn)
        ram_rd <= 0;
    else if (~dma_en)
        ram_rd <= 0;
    else if (st_curr != READ_MEM && st_next == READ_MEM)
        ram_rd <= 1;
    else if (st_curr == READ_MEM && ram_bus_ready)
        ram_rd <= 0;
assign ram_rlen4                    = 4'hf;  
assign ram_wr                       = st_curr == WRITE_MEM;
assign ram_wlen4                    = ram_waddr[1:0] == 2'b00 ? 4'b0001 : ram_waddr[1:0] == 2'b01 ? 4'b0010 : ram_waddr[1:0] == 2'b10 ? 4'b0100 : 4'b1000;
assign ram_addr                     = ram_wr ? ram_waddr : ram_raddr;
assign ram_wdata                    = rx_byte;
assign dma_done_pulse               = ((st_curr == FILL_TX_BUF) || (st_curr == WRITE_MEM && ram_bus_ready)) && tx_end && rx_end;
endmodule
</file>
==> results.json <==
{
  "status": "completed",
  "first_global_vias": 2370,
  "cts.repair.resized": 0,
  "cp_num_cells": 6,
  "synthArstFlopShare_pct": 100,
  "synth_chip_area_sq_mm": 0.00272,
  "yosysTopAreaCellShare_pct": 39.6,
  "clk_pin_slew_worst_paths_ps": 60,
  "cts_setup_buffers": 0,
  "worstSetupPathType": "input pin to flip-flop",
  "setup_viol_count_final": 0,
  "cp_data_required_time_ps": 4340,
  "critPathCaptureType": "flip-flop",
  "cpMaxStageDelayCell": "o21ai_1",
  "slew_viol_final": 0,
  "fin_crit_ps": 2890,
  "postSynthSeqShare_pct": 39.6,
  "clock_sinks": 43,
  "p_int_mw": 0.765,
  "place_hpwl_um": 5900,
  "finalWirelength_um": 7550,
  "gr-usage-met3_pct": 3.79,
  "chipArea_sq_mm": 0.0169,
  "ys_warn_count": 30,
  "flop_cell": "dfrtp_1",
  "timing.final.ws_setup_ps": 1310,
  "via_count": 2165,
  "clkPwrFrac_pct": 38.0,
  "fin_tns_setup_ps": 0,
  "cp-startpoint": "rx_len[11]",
  "ctsHtreeMaxLevel": 2,
  "routedWlPerCell_um": 13.9,
  "worstHoldStart": "ram_raddr[5]$_DFFE_PN0P_",
  "ys_ff": 43,
  "arrival_ps": 3030,
  "numPortBuffers": 90,
  "edf_count": 0,
  "drt_drc_violations_left": 0,
  "core_area_sq_mm": 0.0119,
  "worstReg2RegStart": "st_curr$_DFF_PN0_",
  "drt_iter0_drc": 155,
  "finalPower_mw": 0.998,
  "logic_area_sq_mm": 0.00132,
  "lay_top_cells": "89 x clkdlybuf4s50_1, 75 x nand2_1, 56 x conb_1",
  "die_x_um": 130,
  "syn_to_final_growth_pct": 34.1,
  "ir_drop_mv": 0.150,
  "root_buffer": "clkbuf_16",
  "max_stage_delay_ps": 710,
  "overflow": 0,
  "max_freq_ghz": 0.346,
  "syn_inst": 314,
  "layout_top_cell": "clkdlybuf4s50_1",
  "n_antenna_cell": 0,
  "cts_tree": "yes",
  "cp_top_family": "simple AND/OR/NAND/NOR gates",
  "r2r_cells": 5,
  "top_usage_layer": "met2",
  "worstMarginPinSlew_ps": 632,
  "min_path_type": "flip-flop to flip-flop",
  "grt_pass1_wl_um": 12100,
  "dp_cells": 534,
  "worstPathCellList": "clkdlybuf4s50_1, nor4_1, nand4_1, o21ai_1, or4_1, a21oi_1",
  "drive_above_1_share_pct": 4.30,
  "maxSlewHeadroom_pct": 57.8,
  "cp_max_fo": 13,
  "detail-route-antenna-nets": 0,
  "clkLatencyLatePin_ps": 280,
  "sequentialPowerShare_pct": 45.0,
  "hold_viol": 0,
  "grt.met1_usage_pct": 11.2,
  "rows": 40,
  "ios": 218,
  "p_sw_share_pct": 23.4,
  "flop_area_sq_mm": 0.00108,
  "num-fill-cells": 1254,
  "p_per_area_mw_per_mm2": 274,
  "whs_path_depth": 2,
  "ctsHoldBuffers": 0,
  "min_period_over_period_pct": 68.8,
  "numCtsBuffers": 5,
  "post-place-ws_ps": 1060,
  "crit_buf_inv": 1,
  "synthesis.area_sq_mm": 0.00272,
  "met2_usage_pct": 14.8,
  "area_leaders": "dfrtp_1 40%, buf_4 18%, nand2_1 10%",
  "p_leak_nw": 1.60,
  "clk_path_buf_depth": 2,
  "grt_start_max_net_pins": 44,
  "p_comb_share_pct": 17.0,
  "grt_setup_unrepaired": "no",
  "cp-start-kind": "input pin",
  "die_h_um": 130,
  "warnings": 80,
  "globalplace.congestion": 0.837,
  "switchingPower_mw": 0.233,
  "instances_no_fill": 542,
  "yosys.area.top_type": "dfrtp_1",
  "synth_cell_types": 36,
  "finClkSkew_ps": 4.70,
  "grtUsageTotal_pct": 8.98,
  "fp_util_pct": 22.8,
  "antenna_found_initial": 0,
  "max_cap_viol_count": 0,
  "first_pass_iters": 4,
  "syn_avg_cell_area_sq_um": 8.65,
  "ys_cells": 314,
  "viasPerCell": 3.99
}
cell type report:
class	instances	share of cell area [%]
Multi-Input combinational cell	249	36.1
Sequential cell	43	29.5
Timing Repair Buffer	93	25.2
Tap cell	147	5.05
Clock buffer	6	3.54
Clock inverter	2	0.344
Inverter	2	0.206
power groups by stage:
stage / logic (mW) / clock network, mW / registers, mW
CTS: 0.176 / 0.401 / 0.450
global route: 0.193 / 0.417 / 0.453
finish: 0.170 / 0.379 / 0.449
kinds of logic after synthesis:
logic type	Yosys count	share of synthesized area, %
DFF	43	39.6
AOI/OAI and AO/OA	29	7.42
other	2	0.277
xor gates and xnor gates	31	10.0
buffers and inverters	76	19.4
adders and majority gates	1	0.461
and+or+nand+nor	132	22.8
worst min-delay path: stages, from the launching register on:
cell and delay (ps):
dfrtp_1 340, nand2_1 50, nand2_1 50
layer usage:
layer	share of wire (%)	up-vias
li1	-	1080
met1	42	999
met2	49	78
met3	8.6	8
met4	0.82	0
met5	0	-
final timing paths:
check / end / slack, ps
min in group asynchronous: tx_cnt[9]$_DFFE_PN0P_ / 620
max reg2reg: tx_cnt[6]$_DFFE_PN0P_ / 2210
max: tx_cnt[14]$_DFFE_PN0P_ / 1310
max in group asynchronous: ram_raddr[1]$_DFFE_PN0P_ / 3160
min: ram_raddr[5]$_DFFE_PN0P_ / 460
min reg2reg: ram_raddr[5]$_DFFE_PN0P_ / 460
Yosys cell counts (all sizes together) (2+ instances only):
library cell / instances
nand4: 6
o21a: 5
buf: 68
nor4: 7
nor2: 15
or4: 3
nand3: 7
xnor2: 12
and3: 3
clkbuf: 6
nor3: 6
nor2b: 2
or3: 2
o31ai: 2
and2: 3
o211ai: 3
o21ai: 7
dfrtp: 43
o2111ai: 7
inv: 2
xor2: 19
conb: 2
a21oi: 4
nand2: 75
registers in the layout, indices dropped and copies added, names as in the netlist:
signal	count
st_curr	1
tx_cnt	20
ram_waddr	2
ram_raddr	20
per-stage QoR:
stage / area, sq um / hold slack (ps) / utilization (%)
3_3_place_gp: 3500 / 452 / 29.4
2_1_floorplan: 2920 / 414 / -
3_5_place_dp: 3500 / 455 / 29.4
6_report: 3640 / 464 / 30.6
4_1_cts: 3640 / 469 / 30.6
5_1_grt: 3640 / 497 / 30.6
Power is estimated from default activity; no workload was simulated.
