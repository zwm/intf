**design/flow/config.mk**
```make
export PLATFORM = sky130hd
export DESIGN_NAME = spi_master
export DESIGN_NICKNAME = spi_master
export VERILOG_FILES = /design/flow/design.v
export SDC_FILE = /design/flow/constraint.sdc
export NUM_CORES = 4
export LEC_CHECK = 1
export CORE_UTILIZATION = 30
```
**design/flow/constraint.sdc**
```tcl
current_design spi_master

set clk_period 7.6
set clk_io_pct 0.2

create_clock -name clk0 -period $clk_period [get_ports {clk}]

set non_clock_inputs [all_inputs -no_clocks]
set_input_delay [expr $clk_period * $clk_io_pct] -clock clk0 $non_clock_inputs
set_output_delay [expr $clk_period * $clk_io_pct] -clock clk0 [all_outputs]
```
**design/flow/design.v**
```verilog
module spi_master (
    input                           rstn,
    input                           clk,
    input                           tx_buf_vld,  
    input       [7:0]               tx_buf_byte,
    output                          tx_buf_req,
    output                          rx_buf_req,
    output      [7:0]               rx_buf_byte,
    input                           rx_buf_vld,  
    input                           spi_en,
    input                           spi_start_pulse,
    input                           tx_rx_seq,
    input       [19:0]              tx_len,
    input       [19:0]              rx_len,
    input       [3 :0]              clk_div,
    input                           cpha,
    input                           cpol,
    input                           rx_adj_en,
    input       [3 :0]              rx_adj_clk,
    input       [2 :0]              ncs_dly,
    input       [3 :0]              trx_dly,
    output reg                      ncs,
    output                          sck,
    output                          mosi,
    input                           miso,
    output      [7:0]               spi_status
);
localparam IDLE                 = 3'd0;
localparam NCS_LOW              = 3'd1;
localparam DATA_BYTE            = 3'd2;
localparam TX_RX_DELAY          = 3'd3;
localparam WAIT_BUF             = 3'd4;
localparam NCS_HIGH             = 3'd5;
localparam SPI_TX               = 3'd0;
localparam SPI_RX               = 3'd1;
localparam SPI_TRANS            = 3'd2;
reg [2:0] st_curr, st_next; reg [1:0] trans_state; reg [2:0] bit_cnt; reg [19:0] byte_cnt; reg [3:0] clk_cnt;
wire [2:0] bit_cnt_max; wire [19:0] byte_cnt_max;
wire bit_cnt_end, bit_end, byte_cnt_end, clk_cnt_end, trx_dly_end;
wire buf_valid, ncs_dly_end, rx_data_en, tx_data_en, tx_edge, rx_edge;
reg sck_raw, sck_shift; reg [7:0] tx_shift; reg [6:0] rx_shift;
assign tx_data_en                   = tx_len != 0;
assign rx_data_en                   = rx_len != 0;
assign spi_start                    = spi_start_pulse & (tx_data_en | rx_data_en);
assign clk_cnt_end                  = clk_cnt == clk_div;
assign tx_edge                      = (cpol ? ( sck_raw) : (~sck_raw)) & clk_cnt_end;
assign rx_edge                      = rx_adj_en ? 
                                        ((cpol ? ( sck_raw) : (~sck_raw)) & (clk_cnt == rx_adj_clk)) :
                                        ((cpol ? (~sck_raw) : ( sck_raw)) & clk_cnt_end);
assign buf_valid                    = trans_state == SPI_TX ? tx_buf_vld :           
                                      trans_state == SPI_RX ? rx_buf_vld :           
                                      (tx_buf_vld & rx_buf_vld);                     
assign bit_cnt_max                  = (st_curr == NCS_LOW || st_curr == NCS_HIGH) ? ncs_dly : 3'h7;
assign bit_cnt_end                  = (bit_cnt == bit_cnt_max);
assign bit_end                      = tx_edge & bit_cnt_end;
assign ncs_dly_end                  = bit_cnt_end;
assign byte_cnt_max                 = st_curr == TX_RX_DELAY ? {trx_dly[3:0], 2'b11} :
                                      trans_state == SPI_TX ? tx_len - 1 :
                                      trans_state == SPI_RX ? rx_len - 1 : tx_len - 1;  
assign byte_cnt_end                 = (byte_cnt == byte_cnt_max);
assign trx_dly_end                  = byte_cnt_end;
assign tx_buf_req                   = (trans_state == SPI_TX || trans_state == SPI_TRANS) && (st_curr == DATA_BYTE) && (~byte_cnt_end) && (bit_cnt == 0) && tx_edge;
assign rx_buf_req                   = (trans_state == SPI_RX || trans_state == SPI_TRANS) && (st_curr == DATA_BYTE) && bit_cnt_end && rx_edge;
assign rx_buf_byte                  = {rx_shift[6:0], miso};
always @(posedge clk or negedge rstn)
    if (~rstn)
        clk_cnt <= 0;
    else if (st_curr == IDLE && spi_start)
        clk_cnt <= 0;
    else if (st_curr != DATA_BYTE && st_next == DATA_BYTE)
        clk_cnt <= 0;
    else if (st_curr == DATA_BYTE) begin
        if (clk_cnt_end)
            clk_cnt <= 0;
        else
            clk_cnt <= clk_cnt + 1;
    end
always @(posedge clk or negedge rstn)
    if (~rstn)
        sck_raw <= 0;
    else if (st_curr == IDLE)
        sck_raw <= cpol;
    else if (st_curr != DATA_BYTE && st_next == DATA_BYTE)
        sck_raw <= ~cpol;
    else if (st_curr == DATA_BYTE && st_next == DATA_BYTE && clk_cnt_end)
        sck_raw <= ~ sck_raw;
always @(posedge clk or negedge rstn)
    if (~rstn)
        sck_shift <= 0;
    else if (st_curr == IDLE)
        sck_shift <= cpol;
    else if (clk_cnt_end)
        sck_shift <= sck_raw;
always @(posedge clk or negedge rstn)
    if (~rstn)
        bit_cnt <= 0;
    else if ((st_curr != NCS_LOW && st_next == NCS_LOW) || (st_curr != NCS_HIGH && st_next == NCS_HIGH) || (st_curr != DATA_BYTE && st_next == DATA_BYTE))
        bit_cnt <= 0;
    else if ((st_curr == NCS_LOW) || (st_curr == NCS_HIGH) || (st_curr == DATA_BYTE && tx_edge == 1)) begin
        if (bit_cnt_end)
            bit_cnt <= 0;
        else
            bit_cnt <= bit_cnt + 1;
    end
always @(posedge clk or negedge rstn)
    if (~rstn)
        byte_cnt <= 0;
    else if (~spi_en)
        byte_cnt <= 0;
    else if ((st_curr == IDLE && spi_start) || (st_curr != TX_RX_DELAY && st_next == TX_RX_DELAY))
        byte_cnt <= 0;
    else if ((st_curr == DATA_BYTE && bit_end) || (st_curr == TX_RX_DELAY)) begin
        if (byte_cnt_end)
            byte_cnt <= 0;
        else
            byte_cnt <= byte_cnt + 1;
    end
always @(posedge clk or negedge rstn)
    if (~rstn)
        tx_shift <= 0;
    else if (trans_state == SPI_TX || trans_state == SPI_TRANS) begin
        if (st_curr != DATA_BYTE && st_next == DATA_BYTE) begin
            tx_shift <= tx_buf_byte;
        end
        else if (st_curr == DATA_BYTE && tx_edge) begin
            if (~bit_end)
                tx_shift <= {tx_shift[6:0], 1'b0};
            else if (~byte_cnt_end & buf_valid)
                tx_shift <= tx_buf_byte;
        end
    end
    else begin  
        tx_shift <= tx_shift;
    end
always @(posedge clk)
    if (st_curr == DATA_BYTE && rx_edge) begin
        rx_shift <= {rx_shift[5:0], miso};
    end
always @(posedge clk or negedge rstn)
    if (~rstn)
        trans_state <= 0;
    else if (st_curr == IDLE && spi_start) begin
        if (tx_rx_seq) begin
            if (tx_data_en)
                trans_state <= SPI_TX;
            else
                trans_state <= SPI_RX;
        end
        else begin
            trans_state <= SPI_TRANS;
        end
    end
    else if (st_curr == DATA_BYTE && trans_state == SPI_TX && byte_cnt_end && bit_end && rx_data_en) begin
        trans_state <= SPI_RX;
    end
always @(posedge clk or negedge rstn)
    if (~rstn)
        st_curr <= IDLE;
    else if (~spi_en)
        st_curr <= IDLE;
    else
        st_curr <= st_next;
always @(*) begin
    st_next = st_curr;
    case (st_curr)
        IDLE: begin
            if (spi_start)
                st_next = NCS_LOW;
        end
        NCS_LOW: begin  
            if (ncs_dly_end) begin
                if (buf_valid)
                    st_next = DATA_BYTE;
                else
                    st_next = WAIT_BUF;
            end
        end
        DATA_BYTE: begin  
            if (bit_end) begin
                if (byte_cnt_end) begin
                    if (trans_state == SPI_TX && rx_data_en != 0)
                        st_next = TX_RX_DELAY;
                    else
                        st_next = NCS_HIGH;
                end
                else if (~buf_valid)
                    st_next = WAIT_BUF;
            end
        end
        TX_RX_DELAY: begin  
            if (trx_dly_end) begin
                if (buf_valid)
                    st_next = DATA_BYTE;
                else
                    st_next = WAIT_BUF;
            end
        end
        WAIT_BUF: begin
            if (buf_valid)
                st_next = DATA_BYTE;
        end
        NCS_HIGH: begin
            if (ncs_dly_end)
                st_next = IDLE;
        end
        default: begin
            st_next = IDLE;
        end
    endcase
end
always @(posedge clk or negedge rstn)
    if (~rstn)
        ncs <= 1;
    else if (st_curr == IDLE && spi_start)
        ncs <= 0;
    else if (st_curr == NCS_HIGH && ncs_dly_end)
        ncs <= 1;
assign sck                      = cpha ? sck_raw : sck_shift;
assign mosi                     = tx_shift[7];
assign spi_status               = { 4'h0,                    
                                    1'b0,                    
                                    st_curr[2:0]};           
endmodule
```
**design/flow/run.sh**
```bash
#!/bin/bash
# OpenROAD 26Q1-2900-gdf79404cd8, Yosys 0.63+post, stock flow scripts
make -C /OpenROAD-flow-scripts/flow DESIGN_CONFIG=/design/flow/config.mk WORK_HOME=/design/flow/orfs finish
```
==> results.txt <==
run metrics: first-pass GRT wire length=22,200 um, Post-Synth Adder-Cell Area=0.0167, Worst Hold Depth=0, vias in the first global route=roughly 4,300, MUX share of area=0.0226, iteration-0 DRC count of the detailed router=359, Commonest Layout Cell=clkdlybuf4s50_1, Basic Gates by Area=0.311, Critical Path RT=~6 ns, crit-path max FO=8, max_slew headroom=0.456, peak supply drop=around 0.094 mV, Setup crit end kind=primary output, Post-synth ARST share=0.863, Final setup viols=0, Syn Area/Cell=8.02 um^2, Worst Tran Pin Value=about 0.8 ns, kind of critical path=primary input to primary output, Tmin final=about 7 ns, Post-Syn Instances=559, placed cell area=roughly 5500 um^2, post-route setup TNS=0 ns, Longest Clk Path Bufs=2, clock net sink count=slightly above 50, largest net degree at the start of global routing=45, count of tool warnings=26, Yosys reg bits=approximately 51, vias per cell=5.61, Ys Warns=2, R2R depth=11, post_cts resized=0, antenna fix cells=0, Static Leak=between 2 and 2.5 nW, post-route cell area=between 5000 and 6000 um^2, yosys cell count=between 500 and 600, PD cells=~150 nW/um^2, Clk pin slew, worst setup/hold paths=~0.070 ns, drt wl/cell=16.3 um, RePlAce Congestion=between 0.8 and 0.9, top logic cells by instance count in the layout=clkdlybuf4s50_1 (88), o21ai_0 (57), nand2_1 (54), dfrtp_1 (42), nor2_1 (31), Clock Skew=0.00770 ns, Post-route DRC=0, slowest stage delay, CP=between 0.6 and 0.7 ns, hold buffer count at CTS=0, element type at the critical path start=primary input, Netlist cell types=between 70 and 80, CTS tree=done, CP dominant cell by count=clkdlybuf4s50_1, port bufs=between 80 and 90, Die W=between 100 and 150 um, main area contributors=dfrtp_1 (23%), o21ai_0 (6.4%), edfxtp_1 (4.7%), nand2_1 (4.5%), xor2_1 (3.1%), status=complete, no violations, Clock Latency Late Sink=between 0.2 and 0.3 ns, Max Freq=0.142 GHz, Final Hold Vio Count=0, cell taking the most area after synthesis=dfrtp_1, max-slew violation count=0, pre-CTS setup slack=0.655 ns, ANT nets after route=0, final WL=13,300 um, die area=around 15,000 um^2, H-tree Lvls=2, sequential-to-total area share from yosys stat=0.293, flip-flops with a built-in enable=7, met1 usage in global routing=0.257, RSZ-0062 raised after global routing=no, cts bufs inserted=5, hpwl dp=10,300 um, critical path data arrival time=~5.5 ns, crit path cell chain=clkdlybuf4s50_1, nor4_1, nand4_1, nor3_1, xnor2_1, o22ai_1, a2111o_1, or4_4, nor2_1, nor4b_1, clkdlybuf4s50_1, Synth Area in XOR/XNOR=0.0605, Tot GR Track Use=0.177, most used routing layer=met2, I/O pin count=95, CP max stage cell=nor4_1, fraction of layout cells with a size suffix above 1=0.0503, Pre-antenna DRT Iters=5, initial antenna violation count=0, M2 GR Usage=0.284, FP Util=0.309, row cnt=~44, Core Area=~15,000 um^2, total number of vias=between 4,000 and 5,000, Reg2Reg Setup Slack=3.31 ns, setup slack after layout=~0.57 ns, Post-CTS Setup Inserts=0, grt ovf=0, met3 usage=0.0311, Synth logic family=simple AND/OR/NAND/NOR gates, Mapped Area=~4500 um^2, Die H=~120 um, Top FF cell, synth=dfrtp_1, crit share post-route=0.925, Layout area overhead=26.7%, clk root buf=clkbuf_16, Complex Gates by Area=0.253, Hold WC Path Type=register to register, YS chip area=4490 um^2, max cap viols=0, Dominant cell area share=0.234
kinds of logic (layout without fill, tap and decap cells):
family                   count (synthesis)  after routing
AND/OR/NAND/NOR                        250            250
AND-OR/OR-AND                          167            167
multiplexers                            10             10
other                                    1              5
XOR/XNOR                                31             31
adder cells (fa/ha/maj)                  6              6
buffers and inverters                   43            116
flip-flops                              51             51
routing by layer:
layer	wire [um]	part of all wire
met3	743	0.056
met2	6140	0.46
met4	176	0.013
met1	6280	0.47
met5	0	0
synth_stat cells (4+ instances only):
| cell | n |
|---|---|
| o31a_1 | 4 |
| inv_1 | 15 |
| clkbuf_1 | 16 |
| o21ai_0 | 57 |
| nor3_1 | 22 |
| o21a_1 | 7 |
| nand4_1 | 13 |
| xor2_1 | 16 |
| and2_1 | 6 |
| o211ai_1 | 8 |
| or3_1 | 21 |
| or4_4 | 4 |
| a31oi_1 | 8 |
| nand2_1 | 54 |
| dfrtp_1 | 42 |
| o41ai_1 | 4 |
| a21o_1 | 5 |
| nand3_1 | 23 |
| nor4_1 | 13 |
| xnor2_1 | 15 |
| buf_4 | 6 |
| o22ai_1 | 10 |
| or2_2 | 5 |
| a21oi_1 | 10 |
| and3_1 | 15 |
| nor2_1 | 31 |
| edfxtp_1 | 7 |
| or4_1 | 10 |
| o2111ai_1 | 4 |
| o32a_1 | 7 |
| buf_2 | 6 |
| o31ai_1 | 5 |
| nand2b_1 | 4 |
| o211a_1 | 8 |
| mux2i_1 | 9 |
| ha_1 | 6 |
| o21ai_1 | 7 |
| nor2b_1 | 8 |
critical path, delay by kind of cell:
kind,cells,cell delay (ns)
simple gates,6,2.29
buf+inv,2,0.96
compound gates,2,0.55
xor+xnor,1,0.18
area by class of cell:
type	instances	area [um^2]
clock inverter	3	46.3
fill	1440	8850
timing repair buffer	93	916
clock buffer	5	125
multi-input combinational	469	3000
inverter	15	56.3
sequential	51	1310
tap	184	230
through the flow:
stage | power [W] | hold slack (ns) | cells | utilization
final | 0.000878 | 0.454 | 820 | 0.391
after floorplan | 0.000506 | 0.400 | 563 | -
after global placement | 0.000615 | 0.441 | 812 | 0.379
after detailed placement | 0.000618 | 0.440 | 812 | 0.379
after global routing | 0.000934 | 0.463 | 820 | 0.391
after CTS | 0.000884 | 0.459 | 820 | 0.391
report_power, final:
group          total (W)  switching [W]  internal [W]
clock           0.000261       0.000105      0.000157
combinational   0.000275       0.000142      0.000133
sequential      0.000341      0.0000327      0.000308
total           0.000878       0.000279      0.000598
sequential cells by signal (all words and copies together) (netlist names):
signal	count
byte_cnt	20
clk_cnt	4
trans_state	3
tx_shift	8
bit_cnt	3
st_curr	3
rx_shift	7
sck_shift	1
ncs	1
sck_raw	1
final timing paths:
| kind | start | to |
|---|---|---|
| min in group asynchronous | rstn | clk_cnt[3]$_DFFE_PN0P_ |
| worst min-delay path | rx_shift[2]$_DFFE_PP_ | rx_shift[3]$_DFFE_PP_ |
| worst max-delay path | tx_len[3] | tx_buf_req |
| worst min register to register | rx_shift[2]$_DFFE_PP_ | rx_shift[3]$_DFFE_PP_ |
| worst max register to register | trans_state[0]$_DFF_PN1_ | tx_shift[3]$_DFFE_PN0P_ |
| max in group asynchronous | rstn | byte_cnt[4]$_DFFE_PN0P_ |
Power and IR drop assume default switching activity.
